==> /design/flow/design.v <==
module uart_tx(
    input clk,
    input rst,
    input [7:0] data_in,
    input valid,
    output reg tx
);
    parameter CLK_FREQ = 12000000;
    parameter BAUD_RATE = 9600;
    parameter CLKS_PER_BIT = CLK_FREQ / BAUD_RATE;
    reg [3:0] bit_index;
    reg [13:0] clk_count;
    reg [9:0] tx_shift_reg;
    reg tx_active;
    reg [1:0] state;
    reg [7:0] digits[0:3];
    reg [1:0] digit_index;
    always @(posedge clk or posedge rst) begin
        if (rst) begin
            bit_index <= 0;
            clk_count <= 0;
            tx_shift_reg <= 10'b1111111111;
            tx <= 1;
            tx_active <= 0;
            state <= 0;
            digit_index <= 0;
        end else begin
            case (state)
                0: begin  
                    if (valid && !tx_active) begin
                        digits[0] <= (data_in / 100) + 8'd48;  
                        digits[1] <= ((data_in % 100) / 10) + 8'd48;  
                        digits[2] <= (data_in % 10) + 8'd48;  
                        digits[3] <= 8'd10;  
                        digit_index <= 0;
                        state <= 1;
                    end
                end
                1: begin  
                    if (!tx_active) begin
                        tx_shift_reg <= {1'b1, digits[digit_index], 1'b0};  
                        tx_active <= 1;
                        bit_index <= 0;
                        clk_count <= 0;
                        state <= 2;
                    end
                end
                2: begin  
                    if (tx_active) begin
                        if (clk_count == CLKS_PER_BIT - 1) begin
                            clk_count <= 0;
                            tx <= tx_shift_reg[bit_index];
                            bit_index <= bit_index + 1;
                            if (bit_index == 9) begin
                                tx_active <= 0;
                                tx <= 1;
                                if (digit_index == 3)
                                    state <= 0;
                                else begin
                                    digit_index <= digit_index + 1;
                                    state <= 1;
                                end
                            end
                        end else begin
                            clk_count <= clk_count + 1;
                        end
                    end
                end
            endcase
        end
    end
endmodule
module dht11_reader(
    input clk,
    input rst,
    input dht_data,
    output reg [7:0] temperature,
    output reg data_valid
);
    reg [15:0] counter;
    reg [5:0] bit_index;
    reg [39:0] data_bits;
    reg [3:0] state;
    parameter IDLE = 0, START = 1, WAIT_RESP = 2, READ_BITS = 3, DONE = 4;
    always @(posedge clk or posedge rst) begin
        if (rst) begin
            counter <= 0;
            bit_index <= 0;
            data_bits <= 0;
            state <= IDLE;
            temperature <= 0;
            data_valid <= 0;
        end else begin
            case (state)
                IDLE: begin
                    counter <= counter + 1;
                    if (counter == 100000) begin
                        counter <= 0;
                        state <= START;
                    end
                end
                START: begin
                    counter <= counter + 1;
                    if (counter < 18000) begin
                    end else begin
                        counter <= 0;
                        state <= WAIT_RESP;
                    end
                end
                WAIT_RESP: begin
                    state <= READ_BITS;
                    bit_index <= 0;
                    data_bits <= 0;
                end
                READ_BITS: begin
                    counter <= counter + 1;
                    if (counter == 500) begin
                        data_bits <= {data_bits[38:0], dht_data};
                        bit_index <= bit_index + 1;
                        counter <= 0;
                        if (bit_index == 39) begin
                            state <= DONE;
                        end
                    end
                end
                DONE: begin
                    temperature <= data_bits[31:24];
                    data_valid <= 1;
                    state <= IDLE;
                end
            endcase
        end
    end
endmodule
module top(
    input clk,
    input rst,
    input dht_data,
    output tx,
    output led_red,
    output led_green,
    output led_blue
);
    wire [7:0] temperature;
    wire data_valid;
    dht11_reader reader(
        .clk(clk),
        .rst(rst),
        .dht_data(dht_data),
        .temperature(temperature),
        .data_valid(data_valid)
    );
    uart_tx uart(
        .clk(clk),
        .rst(rst),
        .data_in(temperature),
        .valid(data_valid),
        .tx(tx)
    );
    assign led_red   = (temperature > 30);
    assign led_green = (temperature >= 20 && temperature <= 30);
    assign led_blue  = (temperature < 20);
endmodule
==> /design/flow/run.sh <==
#!/bin/bash
# OpenROAD 26Q1-2900-gdf79404cd8, Yosys 0.63+post, stock flow scripts
make -C /OpenROAD-flow-scripts/flow DESIGN_CONFIG=/design/flow/config.mk WORK_HOME=/design/flow/orfs finish
==> /design/flow/config.mk <==
export PLATFORM = sky130hd
export DESIGN_NAME = top
export DESIGN_NICKNAME = top
export VERILOG_FILES = /design/flow/design.v
export SDC_FILE = /design/flow/constraint.sdc
export NUM_CORES = 4
export LEC_CHECK = 1
export CORE_UTILIZATION = 40
==> /design/flow/constraint.sdc <==
current_design top

set clk_period 3.6
set clk_io_pct 0.2

create_clock -name clk0 -period $clk_period [get_ports {clk}]

set non_clock_inputs [all_inputs -no_clocks]
set_input_delay [expr $clk_period * $clk_io_pct] -clock clk0 $non_clock_inputs
set_output_delay [expr $clk_period * $clk_io_pct] -clock clk0 [all_outputs]
==> changes_impl.md <==
### Metrics

* Status: finished with violations
* Failing checks: negative setup slack
* Tool warnings at 38
* Final setup fails at 14
* Internal at 0.00251 W
* Synth top area share at 30.2%
* Worst Reg2Reg Path Length in Cells at 22
* Post-synth EDFFs at 18
* Post-synth ARST share at 84.7%
* Antenna Nets Post-Route at 0
* Number of H-tree levels at 4
* HPWL after DPL at 11500 um
* Slowest CP cell: a2111o_1
* R2R Path End: uart.digits[2][5]
* Share of layout cells above drive strength 1 at 28.9%
* Crit-path max FO at 5
* Biggest regs: reader.data_bits (32), uart.digits (18), reader.counter (16)
* Area delta synth->final at 32.0%
* Cts bufs inserted at 17
* Tot Pwr at 0.00309 W
* Power per cell area at 321 mW/mm^2
* DRT iter0 DRCs at 313
* # rows at 49
* M3 GR Usage at 3.14%
* Pre-CTS WS at -0.884 ns
* Main flop type: dfrtp_1
* Routability cong. at 0.865
* Reg-to-reg slack, setup at -0.66 ns
* Net switching power at 0.000581 W
* Minimum clock period at 4.26 ns
* CP Cell Sequence: inv_8 > ha_4 > nand2b_4 > a21o_1 > ha_4 > nor2b_4 > a31o_1 > a2111o_1 > and3_4 > o21a_4 > nand2_4 > nor2_4 > xnor2_2 > ha_2 > o21ai_1 > a21oi_1 > o31ai_1 > o221a_2 > nand2b_1 > xnor2_1 > ha_2 > inv_1
* Fin. max-slew vios at 0
* Unrepaired setup endpoints after global routing: yes
* YS chip area at 0.00730 mm^2
* Met1 GRT Util at 29.6%
* Distinct lib cells used at 94
* ANT cells at 0
* # IOs at 7
* Dominant cell type by area after synthesis: dfrtp_1
* Cells after Synth at 827
* Register with the most flip-flops: reader.data_bits
* CP Data Required Time at 3.77 ns
* Period utilization at 118%
* # hold bufs at CTS at 0
* IO buf count at 6
* Clock power frac at 55.4%
* Gr usage total at 19.0%
* M2 GR Usage at 29.4%
* Hold WS at 0.460 ns
* Vias in the first global route at 5925
* Top cells by count: nand2_1, dfrtp_1, nor2_1, o21ai_0, a21oi_1
* TritonCTS clock tree: yes
* FF+latch count, synth at 118
* Routed Wire Length at 16300 um
* Critical path class: reg -> reg
* Fin worst setup slack at -0.661 ns
* Clk_skew at 0.0104 ns
* Register Area at 0.00306 mm^2
* Via-to-Cell Ratio at 5.23
* Synth top cell by count: nand2_1
* Final Cell Area at 0.00963 mm^2
* Reg2reg start: reader.temperature[3]
* Mapped cell area at 0.00730 mm^2
* Non-Filler Instances at 1205
* Synthesized area per cell at 8.82 um^2
* Arr. time, crit path at 4.43 ns
* DR vias at 6299
* Max incr delay on CP at 0.46 ns
* Switch share at 18.8%
* Pre-Place Util at 40.8%
* Actual slew at the worst max-slew pin at 0.822 ns
* End of the critical path: uart.digits[2][5]
* Final hold vios at 0
* Depth of the worst hold-timing path at 2
* Max Clk Rate at 235 MHz
* GRT Residual Overflow at 0
* DRC violations left at 0
* Clk slew on worst S/H paths at 0.05 ns
* First-pass iteration count of the detailed router at 5
* Chip Height at 137 um
* Post-synth seq share at 41.9%
* VDD IR max at 0.000426 V
* Top cells, area: dfrtp_1, nand2_1, edfxtp_1, dfstp_2, o21ai_0
* Largest net degree at the start of global routing at 45
* Max reg flops at 32
* Max-slew headroom at 45.2%
* Late-Pin Clk Latency at 0.41 ns
* Logic cell area at 0.00429 mm^2
* Dpl cell area at 0.00860 mm^2
* Initial antenna violation count at 0
* Power share of the sequential group at 43.8%
* Sinks on Clock Net at 118
* Number of cells in the yosys synthesis report at 827
* Average wire per standard cell at 13.5 um
* CP Launch Point: reader.temperature[3]
* Max-cap violations at 0
* Most Crowded Layer GR: met1
* Core area at 0.0179 mm^2
* First-pass GRT wire length at 28100 um
* Worst Setup Start Kind: flip-flop
* Placed Cells at 1155
* Number of fill cells at 1563
* Share of total power in combinational logic at 0.9%
* Die area at 0.0188 mm^2
* Die Wd at 137 um
* Clk root buf: clkbuf_16
* Crit. End Element: flip-flop
* Leakage at 4.27 nW
* Yosys warning tally at 3
* CTS max path bufs at 2
* HP Class: reg -> reg
## cells in the final DEF, fill, tap and decap left out, types with 5 or more instances in the layout
cell / n
a31oi_1: 13
clkinv_2: 5
nand4_1: 14
clkbuf_16: 17
ha_4: 5
and3_1: 14
and2_1: 8
or2_2: 5
a221oi_1: 5
nor4_1: 5
a21o_1: 8
mux2_2: 6
nand2_1: 172
o21ai_0: 51
o211ai_1: 7
nor3_1: 12
buf_4: 138
buf_6: 8
ha_1: 13
nand2b_1: 7
nor2b_1: 8
a21oi_2: 5
o21ai_2: 6
dfstp_2: 12
mux2i_1: 5
dfrtp_1: 87
nand3_1: 15
xor2_1: 16
inv_1: 22
o21ai_1: 5
edfxtp_1: 18
clkdlybuf4s50_1: 6
nor2_1: 56
xnor2_1: 27
a21oi_1: 33
## critical path: cells and delay by family, from the launching register on
kind / cells / cell delay [ns]
compound gates: 8 / 1.72
xor+xnor: 2 / 0.26
fa+ha+maj: 4 / 0.97
buf+inv: 2 / 0.08
flops: 1 / 0.41
simple gates: 6 / 0.58
## metal layers
metal | vias to the layer above | part of all wire [%]
met5 | - | 0
li1 | 3219 | -
met2 | 95 | 46
met1 | 2977 | 50
met3 | 8 | 3.1
met4 | 0 | 0.84
## logic make-up after synthesis
logic type               synth area share (%)
XOR/XNOR                                 5.66
AND/OR/NAND/NOR                          23.7
AND-OR/OR-AND                            18.8
multiplexers                             2.38
flip-flops                               41.9
buffers and inverters                    3.77
adder cells (fa/ha/maj)                  3.74
## how the worst min path moves through the flow
stage / start / slack, ns / endpoint
global route: reader.data_bits[23] / 0.47 / reader.data_bits[24]
CTS: reader.data_bits[23] / 0.46 / reader.data_bits[24]
finish: reader.data_bits[23] / 0.46 / reader.data_bits[24]
## per-stage QoR
step                utilization (%)  TNS [ns]
finish                         53.8     -5.07
global route                   53.8     -7.35
CTS                            53.0     -4.76
detailed placement             48.0     -6.30
global placement               48.0     -5.72
floorplan                         -     -6.48
## area by class of cell
class                           instances  share of cell area [%]
Clock buffer                           23                    5.06
Sequential cell                       118                    31.8
Multi-Input combinational cell        644                    44.5
Inverter                               26                    1.14
Timing Repair Buffer                  156                    13.3
Clock inverter                          9                    1.26
Tap cell                              229                    2.97
## power by group through the flow
stage | registers [W] | clock network, W | logic (W)
CTS | 0.00135 | 0.00175 | 0.0000294
global route | 0.00135 | 0.00181 | 0.0000328
finish | 0.00135 | 0.00171 | 0.0000274
## what timing repair did
item	CTS	global route
pin swaps	33	20
setup endpoints to repair	13	14
gates resized	42	23
setup buffers	11	6
gates cloned	1	0
Power and IR drop assume default switching activity.
